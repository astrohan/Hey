<file path="run.sh">
#!/bin/bash
# OpenROAD 26Q1-2900-gdf79404cd8, Yosys 0.63+post, stock flow scripts
make -C /OpenROAD-flow-scripts/flow DESIGN_CONFIG=/design/flow/config.mk WORK_HOME=/design/flow/orfs finish
</file>
<file path="config.mk">
export PLATFORM = sky130hd
export DESIGN_NAME = simple_rrarbiter
export DESIGN_NICKNAME = simple_rrarbiter
export VERILOG_FILES = /design/flow/design.v
export SDC_FILE = /design/flow/constraint.sdc
export NUM_CORES = 4
export LEC_CHECK = 1
export CORE_AREA = 10 10 70 70
export DIE_AREA = 0 0 80 80
</file>
<file path="constraint.sdc">
current_design simple_rrarbiter

set clk_period 1.9
set clk_io_pct 0.2

create_clock -name clk0 -period $clk_period [get_ports {clock}]

set non_clock_inputs [all_inputs -no_clocks]
set_input_delay [expr $clk_period * $clk_io_pct] -clock clk0 $non_clock_inputs
set_output_delay [expr $clk_period * $clk_io_pct] -clock clk0 [all_outputs]
</file>
<file path="design.v">
package common_pkg;
endpackage: common_pkg
module simple_rrarbiter #(
  parameter int nReq  = 4
) (
  input   logic             clock   ,
  input   logic             reset   ,
  input   logic             trigger ,
  input   logic [nReq-1:0]  request ,
  output  logic [nReq-1:0]  grant
);
  logic   [nReq-1:0]  mask, masked_request;
  assign  masked_request = |(mask & request) ? mask & request : request;
  assign  grant = masked_request & (-masked_request);
  always_ff @(posedge clock) begin
    if(reset) mask <= 0;
    else if(trigger) mask <= ~((grant<<1) - 1);
  end
endmodule : simple_rrarbiter
</file>
==> results.sh <==
# implementation run metrics
export IMPL_status="finished, final reports clean"
export IMPL_power_frac_comb_pct=32.0
export IMPL_top_regs="mask: 3 flops"
export IMPL_grt_pass1_vias=291
export IMPL_cts_hold_buf=0
export IMPL_grt_ovfl_total=0
export IMPL_dieHeight_um=80
export IMPL_detail_route_antenna_nets=0
export IMPL_path_class="reg -> out"
export IMPL_hold_viol=0
export IMPL_topCellsByArea="dfxtp_1 27%, a22oi_4 9.4%, o21ai_4 7.2%"
export IMPL_skew_ns=0.00136
export IMPL_dpl_instance_area_um2=422
export IMPL_area_growth_pct=114
export IMPL_p_seq_share_pct=27.8
export IMPL_p_leak_nw=0.230
export IMPL_num_vias=284
export IMPL_yosysCellCount=23
export IMPL_portBuffers=10
export IMPL_hold_path_class="reg -> reg"
export IMPL_finalSetupTns_ns=0
export IMPL_max_clock_path_buffers=2
export IMPL_insertion_delay_ns=0.23
export IMPL_hpwl_um=605
export IMPL_fp_utilization_pct=6.63
export IMPL_die_x_um=80
export IMPL_ys_ff=3
export IMPL_required_ns=1.52
export IMPL_power_switching_mw=0.0755
export IMPL_dr_pass1_iters=3
export IMPL_most_common_cell="dfxtp_1"
export IMPL_drive_gt1_share_pct=55.3
export IMPL_maxCapViolCount=0
export IMPL_synth_cells=23
export IMPL_cts_tree="done"
export IMPL_wl_um=841
export IMPL_largest_reg_flops=3
export IMPL_antennaDiodeCount=0
export IMPL_hp_start="mask[1]"
export IMPL_hold_depth=2
export IMPL_numCtsBuffers=3
export IMPL_post_route_period_util_pct=96.4
export IMPL_warnings=26
export IMPL_top_area_share_pct=26.5
export IMPL_regMostFlops="mask"
export IMPL_r2r_cells=6
export IMPL_avgSynthCellArea_um2=9.85
export IMPL_rr_endpoint="mask[2]"
export IMPL_critPathLaunchType="flip-flop"
export IMPL_ys_warn_count=1
export IMPL_cts_sinks=3
export IMPL_yosysChipArea_um2=226
export IMPL_grt_total_usage_pct=2.71
export IMPL_worst_pin_slew_ns=0.212
export IMPL_holdPathEnd="mask[1]"
export IMPL_rows=21
export IMPL_ys_seq_share_pct=26.5
export IMPL_r2r_slack_ns=0.53
export IMPL_internal_power_mw=0.203
export IMPL_cellPowerDensity_nw_per_um2=573
export IMPL_grt_pass1_wl_mm=1.41
export IMPL_antenna_found_initial=0
export IMPL_fin_util_pct=14.2
export IMPL_routedWlPerCell_um=9.04
export IMPL_r2r_start="mask[3]"
export IMPL_edf_count=0
export IMPL_syn_area_um2=226
export IMPL_setup_violations=0
export IMPL_cts_htree_levels=1
export IMPL_drt_first_iter_violations=16
export IMPL_fin_area_um2=485
export IMPL_yosysUniqueCellTypes=19
export IMPL_vdd_ir_drop_max_v=0.000130
export IMPL_routed_via_density=3.05
export IMPL_root_buffer="clkbuf_4"
export IMPL_io_pins=11
export IMPL_async_flop_share_pct=0
export IMPL_endpoint_kind="primary output"
export IMPL_top_area_cell="dfxtp_1"
export IMPL_timing_final_max_slew_violations=0
export IMPL_grt_max_degree=7
export IMPL_max_freq_mhz=546
export IMPL_synthTopCellsByCount="3 x dfxtp_1, 2 x a21oi_1, 2 x nor2_1"
export IMPL_period_minus_slack_ns=1.83
export IMPL_cp_data_arrival_time_ns=1.45
export IMPL_crit_fanout=3
export IMPL_maxSlewHeadroom_pct=85.9
export IMPL_clkSlewWorstSetupHoldPaths_ns=0.04
export IMPL_fp_coreArea_um2=3420
export IMPL_p_clk_share_pct=40.2
export IMPL_ys_flop_type="dfxtp_1"
export IMPL_drcViolationCount=0
export IMPL_power_switching_share_pct=27.2
export IMPL_dieArea_um2=6400
export IMPL_gp_congestion=0.816
metrics by stage:
step / setup slack (ns) / hold WS, ns / instances / power (mW)
after detailed placement: -0.379 / 0.579 / 84 / 0.156
after global placement: -0.363 / 0.557 / 84 / 0.153
after global routing: -0.00169 / 0.562 / 93 / 0.300
after CTS: -0.0213 / 0.535 / 90 / 0.277
final: 0.0688 / 0.549 / 93 / 0.278
after floorplan: 0.686 / 0.448 / 23 / 0.105
metal layers:
layer	up-vias	GRT usage [%]	wire, um
li1	140	-	-
met1	127	4.04	451
met2	13	2.73	237
met3	4	2.16	137
met4	0	0.528	15
met5	-	0	0
how the worst max path moves through the flow:
stage | from | endpoint | slack (ns) | cells past startpoint
4_1_cts | request[3] | grant[3] | -0.02 | 5
5_1_grt | mask[3] | grant[0] | -0.002 | 4
6_report | mask[3] | grant[0] | 0.07 | 4
kinds of logic after synthesis:
logic type             after synthesis  share of synthesized area [%]
AOI/OAI and AO/OA                   11                           50.3
DFF                                  3                           26.5
buffers and inverters                1                           1.66
and+or+nand+nor                      8                           21.6
cell usage in the layout, fill, tap and decap left out:
cell	synthesis	routed
and4_1	1	1
a311oi_2	1	1
o211a_1	1	1
dlygate4sd2_1	0	2
nand3_2	1	1
dfxtp_2	0	1
nand2_2	0	1
a22oi_2	1	1
nand4_1	1	1
inv_1	1	1
a21o_1	1	1
o21ai_4	1	1
nor2b_1	1	1
dfxtp_4	0	2
o21ai_0	1	1
buf_4	0	10
a41oi_1	1	1
clkdlybuf4s50_1	0	4
buf_2	0	3
a21oi_1	2	1
clkbuf_4	0	3
nand2b_1	1	1
nor2_1	2	2
clkbuf_1	0	1
a21oi_2	0	1
o21bai_1	1	1
dlymetal6s2s_1	0	1
a22oi_4	1	1
power groups by stage:
stage	clock, mW	combinational [mW]	sequential [mW]
6_report	0.112	0.0891	0.0773
5_1_grt	0.125	0.0977	0.0780
4_1_cts	0.118	0.0817	0.0769
cell type report:
type	instances	area, um^2
inverter	1	3.75
fill	388	2930
sequential	3	68.8
tap	46	57.6
multi-input combinational	19	169
timing repair buffer	20	160
clock buffer	4	26.3
critical path, cell delays in order (launching register included):
cell             delay [ns]
dfxtp_4                0.35
a22oi_4                0.21
nand3_2                0.11
inv_1                  0.08
clkdlybuf4s50_1        0.46
what timing repair did:
item,CTS,global route
setup buffers,2,3
pin swaps,2,3
endpoints found under the setup margin,4,3
resized,15,9
Power and IR drop assume default switching activity.
